## flow/design.v

```verilog
module pipeline_ALU (
    input clk,reset,
    input [4:0]A,B,C,D,E,
    output [4:0] S
);
    reg [4:0] D01,D02,D03,D11,D12;
    wire [4:0] ABsum,CDsum;
    assign ABsum = A + B;
    assign CDsum = C + D;
    always @(posedge clk) begin
        if(reset) {D01,D02,D03} <= 0;
        else {D01,D02,D03} <= {ABsum,CDsum,E};
    end
    wire [4:0] D01subD02;
    assign D01subD02 = D01 - D02;
    always @(posedge clk) begin
        if(reset) {D11,D12} <= 0;
        else {D11,D12} <= {D01subD02,D03};
    end
    assign S = D11 & D12;
endmodule
```

## flow/constraint.sdc

```tcl
current_design pipeline_ALU

set clk_period 3.1
set clk_io_pct 0.2

create_clock -name clk0 -period $clk_period [get_ports {clk}]

set non_clock_inputs [all_inputs -no_clocks]
set_input_delay [expr $clk_period * $clk_io_pct] -clock clk0 $non_clock_inputs
set_output_delay [expr $clk_period * $clk_io_pct] -clock clk0 [all_outputs]
```

## flow/config.mk

```make
export PLATFORM = sky130hd
export DESIGN_NAME = pipeline_ALU
export DESIGN_NICKNAME = pipeline_ALU
export VERILOG_FILES = /design/flow/design.v
export SDC_FILE = /design/flow/constraint.sdc
export NUM_CORES = 4
export LEC_CHECK = 1
export CORE_AREA = 10 10 97 97
export DIE_AREA = 0 0 107 107
```

## flow/run.sh

```bash
#!/bin/bash
# OpenROAD 26Q1-2900-gdf79404cd8, Yosys 0.63+post, stock flow scripts
make -C /OpenROAD-flow-scripts/flow DESIGN_CONFIG=/design/flow/config.mk WORK_HOME=/design/flow/orfs finish
```

==> results.rst <==
Physical design figures
=======================

.. list-table::
   :header-rows: 1

   * - Metric
     - Value
   * - Library cells used by synthesis
     - 20
   * - Netlist area before placement
     - 1166 um^2
   * - P_int
     - 537.4 uW
   * - Utilization after layout
     - 22.46%
   * - Yosys-reported design area after synthesis
     - 1166 um^2
   * - Hold bufs inserted after CTS
     - 0
   * - Total GRT Usage
     - 3.968%
   * - Clk pwr share
     - 25.8%
   * - Peak supply drop
     - 0.1831 mV
   * - Number of global-route vias before repair
     - 848
   * - Transition time at the pin with the least slew margin
     - 0.5156 ns
   * - Synthesized instance count
     - 119
   * - Top cell family by delay on the critical path
     - adder cells
   * - TritonCTS clock tree
     - done
   * - Kind of start point of the critical path
     - primary input
   * - Max-cap check violation count
     - 0
   * - Net Switching
     - ~170 uW
   * - Buffer and inverter count on the worst path
     - 2
   * - Global route overflow
     - 0
   * - Number of H-tree levels
     - 1
   * - HPWL Detailed
     - around 1.9 mm
   * - Combinational fraction of design power
     - 22.7%
   * - CTS Buffer Depth
     - 2
   * - Die Span X
     - 107 um
   * - CP required
     - 3.29 ns
   * - Post-route clock period utilization
     - 67.99%
   * - CP max stage delay
     - 0.46 ns
   * - Total cells reported by yosys after synthesis
     - between 100 and 150
   * - Sequential area share after synthesis
     - between 40% and 50%
   * - Post-CTS setup buffer count
     - 0
   * - Number of diodes
     - 0
   * - Final setup fails
     - 0
   * - Power density of the placed cells
     - 429.4 nW/um^2
   * - Class of the most critical hold timing path
     - reg2reg
   * - Highest Clock Rate
     - 474.5 MHz
   * - Port-buffer cells
     - 31
   * - Global-route wire length before repair
     - between 3 and 4 mm
   * - Clock tree skew after final layout
     - between 0.002 and 0.003 ns
   * - Latest clock arrival within the worst-skew pair
     - 0.26 ns
   * - TritonCTS buffer count
     - 3
   * - Average via count per standard cell
     - 3.251
   * - Tool Warnings
     - 25
   * - Clock root buffer
     - clkbuf_8
   * - Placer congestion estimate
     - 0.7237
   * - Row Count
     - 31
   * - Synth warn
     - 1
   * - Status
     - finished clean
   * - Number of endpoints with negative hold slack in the final report
     - 0
   * - Initial core utilization
     - 15.99%
   * - Iteration-0 DRC count of the detailed router
     - 17
   * - Setup TNS
     - 0 ns
   * - Number of antenna violations at the first check in global routing
     - 0
   * - Critical path cell sequence
     - clkdlybuf4s50_1 -> ha_1 -> inv_1 -> fa_1 -> nand2b_1 -> a2111o_1 -> o21ai_1
   * - Die Height
     - 107 um
   * - Vias after detailed routing
     - 816
   * - WP data arrival
     - ~2.3 ns
   * - Floorplan die area
     - 11,450 um^2
   * - Crit end category
     - register
   * - WS Path Type
     - in2reg
   * - Reported leakage power
     - 0.6702 nW
   * - Final Critical Period
     - 2.108 ns
   * - Unrepaired setup endpoints after global routing
     - no
   * - Overall power consumption
     - about 700 uW
   * - Largest cells by area after synthesis
     - dfxtp_1, ha_1, nor2b_1
   * - Tally of nets with antenna violations remaining after routing
     - 0
   * - Layout cell share with drive strength beyond 1
     - under 10%
   * - Resized Gates After CTS
     - 0
   * - Wirelength, routed
     - 2.188 mm
   * - Worst setup margin
     - between 0.9 and 1 ns
   * - Sw Share
     - 23.59%
   * - CORE AREA
     - 7292 um^2
   * - Per-instance average area after synthesis
     - 9.799 um^2
   * - Area added between synthesis and finish
     - 40.45%
   * - Number of sinks handled by clock tree synthesis
     - 25
   * - Fill count
     - 810
   * - Num ports
     - 32
   * - Largest net degree at the start of global routing
     - 16
   * - # DRC
     - 0
   * - Clock edge transition at the registers on the reported setup and hold paths
     - around 0.08 ns
   * - Yosys reg bits
     - 25
   * - Detail-routed net length per standard cell
     - just under 9 um
   * - Relative max-transition margin
     - 65.52%
   * - Maximum fanout encountered on the critical timing path
     - 2
   * - Max stage delay cell, worst path
     - clkdlybuf4s50_1
   * - Minimum setup slack after placement
     - 0.7194 ns
   * - Seq pwr share
     - 51.5%
   * - Portion of synthesized cell area occupied by the leading cell type
     - between 40 and 50%
   * - Final tally of max-slew violations
     - 0
   * - Area leader, netlist
     - dfxtp_1
   * - Number of detailed-route iterations in the first pass
     - 2
==> logic make-up (layout without fill, tap and decap cells) <==
| kind of cell | after synthesis | after routing | share of synthesized area, % |
|---|---|---|---|
| compound gates | 15 | 15 | 8.154 |
| xor+xnor | 6 | 6 | 4.506 |
| fa+ha+maj | 15 | 15 | 18.03 |
| buf+inv | 15 | 48 | 5.150 |
| flops | 25 | 25 | 42.92 |
| mux | 2 | 2 | 1.931 |
| simple gates | 41 | 41 | 19.31 |
==> state kept, by name, summed over array words and instances (netlist names) <==
signal  flops
D01         5
D02         5
D03         5
D11         5
D12         5
==> final cells by class <==
class | instances | area, um^2 | area share [%]
Timing Repair Buffer | 32 | 317.8 | 19.40
Sequential cell | 25 | 500.5 | 30.56
Inverter | 12 | 45.04 | 2.750
Multi-Input combinational cell | 79 | 605.6 | 36.97
Tap cell | 99 | 123.9 | 7.563
Clock buffer | 4 | 45.04 | 2.750
==> worst register-to-register path: stages (launching register included) <==
cell and delay [ns]:
dfxtp_1 0.30, inv_1 0.05, ha_1 0.16, inv_1 0.05
fa_1 0.40, nand3_1 0.11, nand3_1 0.07, a21oi_1 0.14
==> final timing paths <==
check,slack (ns),to,start,cells after the start
worst max-delay path,0.99,D01[4]$_SDFF_PP0_,A[0],7
worst min register to register,0.44,D12[4]$_SDFF_PP0_,D03[4]$_SDFF_PP0_,1
worst min-delay path,0.44,D12[4]$_SDFF_PP0_,D03[4]$_SDFF_PP0_,1
worst max register to register,1.76,D11[4]$_SDFF_PP0_,D01[0]$_SDFF_PP0_,7
==> per-stage QoR <==
step	instance area (um^2)	hold slack [ns]	cells
3_5_place_dp	1593	0.4247	247
2_1_floorplan	1166	0.4138	119
6_report	1638	0.4393	251
4_1_cts	1638	0.4448	251
5_1_grt	1638	0.4621	251
3_3_place_gp	1593	0.4178	247
==> power groups by stage <==
stage     Clock, mW  Sequential, mW  Combinational (mW)
6_report      0.181           0.362               0.160
4_1_cts       0.189           0.363               0.164
5_1_grt       0.203           0.366               0.187
==> layout by cell type, fill, tap and decap left out <==
master           Yosys  routed
nor3b_1              1       1
nor2b_1             15      15
inv_1               12      12
nor2_1              12      12
dfxtp_1             25      25
xnor2_1              2       2
nand3b_1             1       1
fa_1                 3       3
o21ai_0              1       1
a21oi_1              8       8
a2111o_1             2       2
and2_1               5       5
mux2_2               2       2
ha_1                12      12
xor2_1               4       4
buf_4                0       1
clkbuf_8             0       3
o21ai_1              1       1
a21o_1               3       3
clkbuf_1             0       1
clkdlybuf4s50_1      0      31
nand2b_1             4       4
nand3_1              3       3
==> synthesized netlist by cell type <==
cell type,count
nand3b_1,1
nor2_1,12
o21ai_1,1
nor2b_1,15
buf_2,3
mux2_2,2
xor2_1,4
a21oi_1,8
nor3b_1,1
o21ai_0,1
ha_1,12
a21o_1,3
fa_1,3
nand2b_1,4
nand3_1,3
a2111o_1,2
inv_1,12
dfxtp_1,25
and2_1,5
xnor2_1,2
==> routing by layer <==
metal  GRT usage, %  wire length [um]  vias up
met5              0                 0        -
li1               -                 -      446
met1          4.557               927      349
met2          6.409               987       19
met3          2.547               257        2
met4         0.1934                16        0
Power figures rest on the tool's default switching activity, not on a simulated workload.
