[/design/flow/design.v]
module FSM_counter (
    input clk,reset,
    output reg [7:0] port_A,port_B
);
    wire [7:0] S;
    reg [7:0] B,W,present_state,next_state;
    reg cnt,load_w,load_A,load_B;
    always @(posedge clk) begin
        if(reset)
            B <= 7'b0000000;
        else
            if(cnt) B <= B+1;
    end
    assign S = W + B;
    always @(posedge clk) begin
        if(reset)
            W <= 7'b0000000;
        else
            if (load_w) W <= S;
    end
    always @(posedge clk) begin
        if(reset)
            {port_A,port_B} <= 0;
        else 
            port_A=(load_A)?W:port_A;
            port_B=(load_B)?W:port_B;
    end
    always @(posedge clk) begin
        if(reset)
            present_state <= 0;
        else
            present_state <= next_state;
    end
    always @(*) begin
        next_state = 0;
        cnt = 0;
        load_w = 0;
        load_A = 0;
        load_B = 0;
        case (present_state)
            0:
            begin
                next_state = 1;
                cnt = 1;
                load_w = 1;
            end 
            1:
            begin
                next_state = 2;
                cnt = 1;
                load_w = 1;
            end
            2:
            begin
                next_state = 3;
                cnt = 1;
                load_w = 1;
            end
            3:
            begin
                next_state = 4;
                cnt = 1;
                load_w = 1;
            end
            4:
            begin
                next_state = 5;
                cnt = 1;
                load_w = 1;
            end
            5:
            begin
                next_state = 6;
                cnt = 1;
                load_w = 1;
            end
            6:
            begin
                next_state = 7;
                cnt = 1;
                load_w = 1;
            end
            7:
            begin
                next_state = 8;
                cnt = 1;
                load_w = 1;
            end
            8:
            begin
                next_state = 9;
                cnt = 1;
                load_w = 1;
            end
            9:
            begin
                next_state = 10;
                cnt = 1;
                load_w = 1;
            end
            10:
            begin
                next_state = 11;
                cnt = 1;
                load_w = 1;
            end
            11:
            begin
                next_state = 12;
                cnt = 1;
                load_w = 1;
                load_A = 1;
            end
            12:
            begin
                next_state = 13;
                cnt = 1;
                load_w = 1;
            end
            13:
            begin
                next_state = 14;
                cnt = 1;
                load_w = 1;
            end
            14:
            begin
                next_state = 15;
                cnt = 1;
                load_w = 1;
            end
            15:
            begin
                next_state = 16;
                cnt = 1;
                load_w = 1;
            end
            16:
            begin
                next_state = 17;
                cnt = 1;
                load_w = 1;
            end
            17:
            begin
                next_state = 18;
                cnt = 1;
                load_w = 1;
            end
            18:
            begin
                next_state = 19;
                cnt = 1;
                load_w = 1;
            end
            19:
            begin
                next_state = 20;
                cnt = 1;
                load_w = 1;
            end
            20:
            begin
                next_state = 21;
                load_w = 1;
            end
            21:
            begin
                next_state = 22;
                load_B = 1;
            end
            22:
            begin
                next_state = 22;
            end
        endcase
    end
endmodule
[/design/flow/run.sh]
#!/bin/bash
# OpenROAD 26Q1-2900-gdf79404cd8, Yosys 0.63+post, stock flow scripts
make -C /OpenROAD-flow-scripts/flow DESIGN_CONFIG=/design/flow/config.mk WORK_HOME=/design/flow/orfs finish
[/design/flow/config.mk]
export PLATFORM = sky130hd
export DESIGN_NAME = FSM_counter
export DESIGN_NICKNAME = FSM_counter
export VERILOG_FILES = /design/flow/design.v
export SDC_FILE = /design/flow/constraint.sdc
export NUM_CORES = 4
export LEC_CHECK = 1
export CORE_UTILIZATION = 30
[/design/flow/constraint.sdc]
current_design FSM_counter

set clk_period 2.5
set clk_io_pct 0.2

create_clock -name clk0 -period $clk_period [get_ports {clk}]

set non_clock_inputs [all_inputs -no_clocks]
set_input_delay [expr $clk_period * $clk_io_pct] -clock clk0 $non_clock_inputs
set_output_delay [expr $clk_period * $clk_io_pct] -clock clk0 [all_outputs]
==> impl_metrics.json <==
{
  "p_per_area_mw_per_mm2": 646,
  "cp-end-kind": "flip-flop",
  "grt_antenna_before_repair": 0,
  "fmax_mhz": 467,
  "worst_pin_slew_ns": 0.560,
  "timing.final.crit_share_pct": 85.7,
  "worstSetupPathType": "reg -> reg",
  "worst-path-max-fanout": 5,
  "grt_overflow": 0,
  "postCtsHoldBufs": 0,
  "critPathLaunchType": "flip-flop",
  "cp_data_required_time_ns": 2.69,
  "final.setup.tns_ns": 0,
  "ff_type": "dfxtp_1",
  "p_leak_nw": 0.876,
  "rsz0062_at_grt": "false",
  "drcViolationCount": 0,
  "setup_viol": 0,
  "async_flop_share_pct": 0,
  "skew_ns": 0.00650,
  "final_core_util_pct": 37.4,
  "synth-edff-count": 8,
  "syn-cell-area_sq_mm": 0.00183,
  "fin_cells": 275,
  "clock_latency_ns": 0.29,
  "avgSynthCellArea_sq_um": 10.1,
  "whs_ns": 0.495,
  "fin_area_sq_mm": 0.00222,
  "seq_area_sq_um": 901,
  "fp.coreArea_sq_mm": 0.00592,
  "cts_setup_buffers": 0,
  "comb_area_sq_um": 883,
  "hold_viol_final": 0,
  "drive_gt1_share_pct": 6.00,
  "clock_path_buffers": 2,
  "cts_resized": 0,
  "cts.sinks": 41,
  "wirelength_um": 3000,
  "place_area_sq_mm": 0.00208,
  "vias_per_cell": 4.63,
  "place_ws_ns": 0.408,
  "n_fill_cell": 592,
  "slew_headroom_pct": 62.6,
  "syn_to_final_growth_pct": 20.9,
  "ys_seq_share_pct": 49.1,
  "ir_worst_vdd_uv": 354,
  "fp_util_pct": 31.0,
  "yosys_area_sq_mm": 0.00183,
  "ys_cells": 181,
  "dr.pass1.iters": 5,
  "die_h_um": 80.2,
  "drv_slew": 0,
  "grt_max_degree": 19,
  "total_power_mw": 1.43,
  "warnings": 26,
  "final_antenna_net_count": 0,
  "cts_tree": "done",
  "yosysWarnings": 1,
  "layout_top_cells": "dfxtp_1, nor2_1, clkdlybuf4s50_1, mux2i_1, ha_1",
  "ys_types": 39,
  "hp-class": "reg -> reg",
  "dr_total_vias": 1273,
  "port-buffer-count": 17,
  "fin_crit_ns": 2.14,
  "syn_inst": 181,
  "yosysTopAreaCellShare_pct": 36.0,
  "track_usage_pct": 10.6,
  "layout_top_cell": "dfxtp_1",
  "top_area_cell": "dfxtp_1",
  "cts_made_buffers": 5,
  "gp_congestion": 0.785,
  "dr.first_iter.drc_count": 44,
  "crit_arrival_ns": 2.33,
  "die-area_sq_mm": 0.00643,
  "grt_pass1_vias": 1171,
  "status": "finished clean",
  "place_inst": 267,
  "path_clk_slew_ns": 0.08,
  "die_w_um": 80.2,
  "grt_first_pass_wirelength_um": 5350,
  "ys.flops": 41,
  "ios": 18,
  "dp_hpwl_um": 2190,
  "area_leaders": "dfxtp_1, edfxtp_1, mux2i_1",
  "routedWlPerCell_um": 10.9,
  "cts_htree_levels": 2,
  "floorplan.rows": 28,
  "max_cap_viol_count": 0,
  "worst_slack_ns": 0.357,
  "cts-root-buf": "clkbuf_8",
  "antenna_cells": 0
}
-- worst max-delay path, stage by stage, from the launching register on --
cell and delay (ns):
dfxtp_1 0.43, ha_1 0.29, a211oi_2 0.28, nor3_1 0.11, or4_1 0.51, nand3b_1 0.11, mux2_1 0.31
-- sequential cells by signal (all words and copies together), names as in the netlist, 5 cells and up --
register	count
port_A	8
next_state	5
B	8
port_B	8
W	8
-- cells by family after synthesis --
logic type      synth area share (%)
compound gates                  9.35
xor+xnor                        3.82
fa+ha+maj                       8.60
buf+inv                         2.66
flops                           49.1
mux                             8.26
simple gates                    18.2
-- cells in the mapped netlist (2+ instances only) --
cell type and instances:
inv_1 4, nand3b_1 3, dfxtp_1 33, or3_1 3
xor2_1 4, and3_1 2, a21o_1 3, nand4_1 3
nor2_1 23, nand2_1 10, edfxtp_1 8, nor2b_1 7
ha_1 11, nor3b_1 3, nor3_1 4, xnor2_1 4
mux2i_1 14, a21oi_1 9, clkbuf_1 6, nand3_1 2
o21ai_1 6, buf_1 2
-- cell type report --
class	instances	area share [%]
clock inverter	3	2.94
tap	75	4.23
timing repair buffer	19	8.36
sequential	41	40.7
multi-input combinational	127	39.9
clock buffer	5	3.11
inverter	5	0.847
-- routing by layer --
metal	up-vias	track usage (%)	share of wire (%)
met4	0	1.61	1.8
met2	31	16.8	42
met3	6	2.42	4.3
li1	677	-	-
met5	-	0	0
met1	559	15.2	52
-- path summary, 6_finish.rpt --
path / startpoint / to / slack [ns] / depth (start not counted)
setup / recovery: B[1] / W[7] / 0.36 / 6
hold / removal: port_A[7] / port_A[7] / 0.50 / 2
setup reg to reg: B[1] / W[7] / 0.36 / 6
hold reg to reg: port_A[7] / port_A[7] / 0.50 / 2
-- power by group --
part / internal, mW / total (mW) / switching, mW
Combinational: 0.0453 / 0.0908 / 0.0454
Clock: 0.397 / 0.623 / 0.226
Sequential: 0.693 / 0.718 / 0.0250
Power figures rest on the tool's default switching activity, not on a simulated workload.
