$ cat ./constraint.sdc
current_design CounterWithController

set clk_period 1.9
set clk_io_pct 0.2

create_clock -name clk0 -period $clk_period [get_ports {clk}]

set non_clock_inputs [all_inputs -no_clocks]
set_input_delay [expr $clk_period * $clk_io_pct] -clock clk0 $non_clock_inputs
set_output_delay [expr $clk_period * $clk_io_pct] -clock clk0 [all_outputs]
$ cat ./config.mk
export PLATFORM = sky130hd
export DESIGN_NAME = CounterWithController
export DESIGN_NICKNAME = CounterWithController
export VERILOG_FILES = /design/flow/design.v
export SDC_FILE = /design/flow/constraint.sdc
export NUM_CORES = 4
export LEC_CHECK = 1
export CORE_AREA = 10 10 74 74
export DIE_AREA = 0 0 84 84
$ cat ./design.v
module CounterWithController (
    input clk,
    input rst,
    input loadw,
    output reg[3:0] finalout
);
reg [3:0] counter1_out,counter2_out,present_state,next_state;
reg cp1,cp2;
always @(negedge clk) begin
    if (rst)
        counter1_out <= 0;
    else if(cp1)
        counter1_out <= counter1_out+1;
end
always @(negedge clk) begin
    if (rst)
        counter2_out <= 0;
    else if(cp2)
        counter2_out <= counter2_out+1;
end
always @(negedge clk) begin
    if (rst)
        present_state<=0;
    else
        present_state<=next_state;
end
always @(*) begin
    next_state = 0;
    cp1 = 0;
    cp2 = 0;
    case (present_state)
        0:
        begin
            cp1 = 1;
            cp2 = 1;
            next_state = 1;
        end
        1:
        begin
            cp1 = 1;
            cp2 = 1;
            next_state = 2;
        end
        2:
        begin
            cp1 = 1;
            cp2 = 1;
            next_state = 3;
        end
        3:
        begin
            cp1 = 1;
            cp2 = 1;
            next_state = 4;
        end
        4:begin
            cp1 = 1;
            next_state = 5;
        end
        5:begin
            cp1 = 1;
            next_state = 6;
        end
        6:begin
            cp1 = 1;
            next_state = 7;
        end
        7:begin
            cp1 = 1;
            next_state = 8;
        end
        8:
        begin
            cp1 = 1;
            next_state = 9;
        end
        9: 
        begin
            next_state = 9;
        end
    endcase
end
always @(*) begin
    finalout=(loadw)?counter1_out+counter2_out:finalout;
end
endmodule
$ cat ./run.sh
#!/bin/bash
# OpenROAD 26Q1-2900-gdf79404cd8, Yosys 0.63+post, stock flow scripts
make -C /OpenROAD-flow-scripts/flow DESIGN_CONFIG=/design/flow/config.mk WORK_HOME=/design/flow/orfs finish
==> reports/qor.yml <==
status:
  status: "finished clean"
yosys:
  ys_cells: 75
  synth_flops: 18
  synth_area_per_cell_um2: 10.0
  async_reset_ff_frac: 0
  syn_inst: 75
  flop_cell: "dfxtp_1"
  edf_count: 0
  ys_area_um2: 751
  synthDistinctLibCells: 21
  synth_area_um2: 751
  yosys_warnings: 1
place:
  post_dp_cell_area_um2: 901
  place_ws_ns: -0.770
  gp_congestion: 0.753
  dp_hpwl_um: 897
  numPortBuffers: 6
  place_inst: 132
final_timing:
  rsz0062_at_grt: "no"
  unclocked_pins: 4
  fin_skew_ns: 0.00421
  tightest_slew_ns: 0.249
  finalHoldViolations: 0
  relSlewSlack: 0.834
  tns_ns: 0
  untimed_endpoints: 8
  setup_viol: 0
  setup_ws_ns: 0.0433
  holdWs_ns: 0.513
  drv_slew: 0
critical_path:
  rrSetupSlack_ns: 0.83
  cp.arrival_ns: 1.10
  worst_setup_path_start_kind: "input port"
  critPathCaptureType: "flip-flop"
  path_cells: "buf_4, nor2b_4, inv_1, ha_1, a21boi_1"
  r2r-end: "next_state[2]"
  path_class: "input port to flip-flop"
  path_max_fanout: 3
  cp_slowest_cell: "ha_1"
  reg2reg_depth: 4
  path_buffers: 2
  worstSetupEndpoint: "next_state[1]"
  cp_top_family: "adder cells"
  r2r_start: "next_state[1]"
  slowest_delay_ns: 0.26
  critPathRequiredTime_ns: 1.14
  startpoint: "rst"
  crit_cells: 5
cells_and_area:
  layout-drive-gt1-share: 0.150
  final_util: 0.253
  fillers: 407
  syn_to_final_growth_pct: 34.0
  final_cell_count_no_fill: 150
  fin_area_um2: 1010
cts:
  clock_path_buffers: 2
  cts_root_buffer: "clkbuf_8"
  cts_tree: "built"
  cts-buffers-inserted: 3
  clk_pin_slew_worst_paths_ns: 0.03
  htreeDepth: 1
  clk_latency_ns: 0.31
power_and_ir_drop:
  power_mw: 0.857
  power_density_nw_per_um2: 852
  ir_drop_mv: 0.688
  leakage_nw: 0.507
routing:
  drt-total-wl_um: 1260
  top_layer_used: "met3"
  post_drt_wl_per_cell_um: 8.41
  drc: 0
  met1_length_um: 686
  diodes: 0
  drt_iter0_markers: 12
  wl_met3_um: 71
  wl_met2_um: 502
  antenna_left: 0
  via_count: 565
  viasPerCell: 3.77
  firstDrtPassIters: 2
floorplan:
  die_height_um: 84
  coreArea_um2: 3970
  rows: 23
  fp.dieW_um: 84
  dieArea_um2: 7060
  io_pins: 7
  fp_util: 0.189
grt:
  overflow: 0
  grt_pass1_wl_um: 2330
  antenna_found_initial: 0
  grt_use_total: 0.0371
  grt_pass1_vias: 589
  grt_max_degree: 12
job:
  tool_warnings: 42
  drv_cap: 0
min_path:
  hold_class: "flip-flop to flip-flop"
  hold_depth: 1
[Yosys cell counts (2+ instances only)]
cell	number	area [um^2]
nor2_1	9	33.8
dlxtp_1	4	60.1
xor2_1	5	43.8
dfxtp_1	14	280
inv_1	10	37.5
nand2_1	5	18.8
ha_1	8	100
mux2i_1	2	20.0
xnor2_1	4	35.0
nand4_1	2	12.5
o211ai_1	2	15.0
[placed cells by master (no fill, tap or decap), types with 3 or more instances in the layout]
| cell type | n |
|---|---|
| clkdlybuf4s50_1 | 5 |
| xor2_1 | 5 |
| nand2_1 | 4 |
| nor2_1 | 9 |
| buf_4 | 4 |
| ha_1 | 7 |
| clkbuf_8 | 3 |
| dlxtp_1 | 4 |
| xnor2_1 | 4 |
| inv_1 | 21 |
| dfxtp_1 | 14 |
[cell families after synthesis]
group                      after synthesis  share of synthesized area
and+or+nand+nor                         18                      0.105
xor gates and xnor gates                 9                      0.105
DFF                                     14                      0.373
adders and majority gates                9                      0.160
muxes                                    2                     0.0267
AOI/OAI and AO/OA                        8                     0.0900
buffers and inverters                   11                     0.0600
latches                                  4                     0.0800
[timing repair]
action,in CTS,in global routing
hold buffers,0,0
setup buffers,0,1
endpoints found under the setup margin,14,1
resized,5,2
[where the power goes]
group / total (mW) / internal [mW] / switching [mW]
clock network: 0.355 / 0.183 / 0.172
logic: 0.135 / 0.0764 / 0.0582
registers: 0.368 / 0.338 / 0.0305
total: 0.857 / 0.597 / 0.261
[cell type report]
| class | count | area (um^2) | area share |
|---|---|---|---|
| Clock buffer | 3 | 41.3 | 0.0410 |
| Clock inverter | 15 | 57.6 | 0.0572 |
| Inverter | 9 | 41.3 | 0.0410 |
| Multi-Input combinational cell | 46 | 383 | 0.381 |
| Sequential cell | 18 | 340 | 0.338 |
| Tap cell | 50 | 62.6 | 0.0622 |
| Timing Repair Buffer | 9 | 80.1 | 0.0796 |
[routing by layer]
layer,track usage,vias to the layer above
met4,0.0122,0
met3,0.0217,0
met1,0.0478,262
li1,-,293
met5,0,-
met2,0.0502,10
[worst min path at each step]
stage	from	endpoint
after CTS	next_state[3]	cp1
after global routing	counter1_out[3]	counter1_out[3]
final	next_state[3]	cp1
[flip-flops by register name, summed over array words and instances (netlist names)]
signal and flops:
counter1_out 4, counter2_out 4, cp1 1, cp2 1, finalout 4, next_state 4
No activity file was given, so power comes from the tool's default toggle rates.
